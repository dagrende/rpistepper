==> design.v <==
module spi_slave_simpler(clk, cs, mosi, miso, sck, done, din, dout);
	parameter bc=8;	 
	input clk;
	input cs;
	input mosi;
	output reg miso;
	input sck;
	output reg done;
	input [bc-1:0] din;
	output reg [bc-1:0] dout;
	reg [bc-1:0] shift_reg;
	reg prev_cs, prev_sck;
	reg [3:0]shift_count;
	always @(*) begin
		if (~cs) begin
			miso = shift_reg[bc-1];
		end
	end
	always @(posedge clk) begin
		if (~cs) begin
			if (prev_cs) begin
				done <= 0;
				shift_reg[bc-1:0] <= din[bc-1:0];
				shift_count <= bc;
			end
			if (~done && sck && ~prev_sck) begin
					shift_reg[bc-1:0] <= {shift_reg[bc-2:0], mosi};
					shift_count <= shift_count - 1'b1;
					if (shift_count == 1'b0) begin
						dout <= shift_reg;
						done <= 1;
					end
			end
		end else begin
			done <= 1;
		end
		prev_cs <= cs;
		prev_sck <= sck;
	end
endmodule
==> run.sh <==
#!/bin/bash
# OpenROAD 26Q1-2900-gdf79404cd8, Yosys 0.63+post, stock flow scripts
make -C /OpenROAD-flow-scripts/flow DESIGN_CONFIG=/design/flow/config.mk WORK_HOME=/design/flow/orfs finish
==> config.mk <==
export PLATFORM = sky130hd
export DESIGN_NAME = spi_slave_simpler
export DESIGN_NICKNAME = spi_slave_simpler
export VERILOG_FILES = /design/flow/design.v
export SDC_FILE = /design/flow/constraint.sdc
export NUM_CORES = 4
export LEC_CHECK = 1
export CORE_AREA = 10 10 91 91
export DIE_AREA = 0 0 101 101
==> constraint.sdc <==
current_design spi_slave_simpler

set clk_period 4.1
set clk_io_pct 0.2

create_clock -name clk0 -period $clk_period [get_ports {clk}]

set non_clock_inputs [all_inputs -no_clocks]
set_input_delay [expr $clk_period * $clk_io_pct] -clock clk0 $non_clock_inputs
set_output_delay [expr $clk_period * $clk_io_pct] -clock clk0 [all_outputs]
==> reports/qor.rpt <==
FLOORPLANNING
--------------------------------------------------------------------------------------------------------
Number of placement rows ..................................................................           29
Horizontal die size .......................................................................       101 um
Total I/O pin count .......................................................................           22
Die Ht ....................................................................................       101 um
Overall die area ..........................................................................   10,200 um2
Core utilization at floorplan .............................................................        14.4%
Area of the core ..........................................................................     6350 um2

YOSYS
--------------------------------------------------------------------------------------------------------
Yosys chip area ...........................................................................      912 um2
Post-synthesis cell count from yosys ......................................................           51
Post-Syn Instances ........................................................................           51
Flops out of synthesis ....................................................................           24
Area of the mapped netlist ................................................................      912 um2
Number of unique standard cell types used by synthesis ....................................           18
Synthesized area divided by synthesized cell count ........................................     17.9 um2
Main area contributors .................................................................... sky130_fd_sc_hd__edfxtp_1, sky130_fd_sc_hd__mux2_4, sky130_fd_sc_hd__dfxtp_1
Fraction of post-synthesis cell area in the top cell type by area .........................        65.8%
Synth Warn # ..............................................................................            1
Library cell occupying the most area in the post-synthesis netlist ........................ sky130_fd_sc_hd__edfxtp_1

GRT
--------------------------------------------------------------------------------------------------------
Met2 track utilization from global routing ................................................        4.96%
Maximum number of pins on one net before global-route repair ..............................           14
Overall overflow remaining after global route .............................................            0
Number of antenna violations at the first check in global routing .........................            0
Met3 usage in global routing ..............................................................        1.66%
Vias in the first global route ............................................................          533
Busiest grt layer .........................................................................         met2
Global-route wire length before repair ....................................................      2800 um
Overall fraction of global-route tracks in use ............................................        3.44%
Global-route track usage on met1 ..........................................................        4.78%

CELLS AND AREA
--------------------------------------------------------------------------------------------------------
# fillers .................................................................................          650
Final cell area excluding filler cells ....................................................     1260 um2
Final cell count without fillers ..........................................................          153
Fraction of the core area covered by cells at the end of the flow .........................        19.9%
Top logic cells by instance count in the layout ........................................... sky130_fd_sc_hd__clkdlybuf4s50_1, sky130_fd_sc_hd__edfxtp_1, sky130_fd_sc_hd__mux2_4
Share of cells above drive strength 1 .....................................................        19.7%
Area Overhead vs Synth ....................................................................        38.5%
Most frequent logic cell in the layout .................................................... sky130_fd_sc_hd__clkdlybuf4s50_1

RUN
--------------------------------------------------------------------------------------------------------
Maximum Capacitance Violations ............................................................            0
Tool Warnings .............................................................................           25

PLACEMENT
--------------------------------------------------------------------------------------------------------
Worst setup slack after placement .........................................................      1070 ps
Cell total after placement ................................................................          149
Number of I/O port buffers ................................................................           21
Final estimated routing congestion in global placement ....................................        0.725
Hpwl dp ...................................................................................      1350 um
Total cell area at the placement stage ....................................................     1220 um2

WORST SETUP PATH
--------------------------------------------------------------------------------------------------------
Data required time of the worst path ......................................................      4070 ps
Endpoint type of the worst setup path .....................................................    flip-flop
Worst Reg2Reg Path Length in Cells ........................................................            3
Worst EP arrival ..........................................................................      2690 ps
Reg-to-reg startpoint .....................................................................         done
Timing endpoint of the critical path ...................................................... shift_reg[6]
Max Fanout on Critical Path ...............................................................           13
Reg2reg end ............................................................................... shift_reg[6]
Worst Setup SP ............................................................................          sck
Crit Path Category ........................................................................ primary input to flip-flop
Reg2Reg Setup Slack .......................................................................      2080 ps
Critical Path Source Type ................................................................. primary input

DRT
--------------------------------------------------------------------------------------------------------
Remaining DRCs ............................................................................            0
Average wire per cell in the routed design ................................................      11.4 um
Via total after detailed routing ..........................................................          475
Via density per instance ..................................................................         3.10
Detailed-routing iteration count for the pre-antenna-repair pass ..........................            4
Antenna Violating Nets Remaining ..........................................................            0
Post-detailed-routing wire length .........................................................      1750 um
DRC violation total after the first TritonRoute iteration .................................           62
Diodes inserted ...........................................................................            0

STA
--------------------------------------------------------------------------------------------------------
Post-route clock skew .....................................................................      1.69 ps
Register pins left without a clock ........................................................            1
Relative slew margins .....................................................................        59.2%
Max Clk Rate ..............................................................................      368 MHz
Number of unconstrained endpoints .........................................................            2
Final slew viol count .....................................................................            0
Final Cycle Share .........................................................................        66.3%
Number of endpoints failing setup at the final stage ......................................            0
Setup WS post-layout ......................................................................      1380 ps
Worst slew pin tran .......................................................................       612 ps
Hold violation count in the final report ..................................................            0
TNS Setup .................................................................................         0 ps
Post-route worst hold slack ...............................................................       451 ps
Shortest period the worst path allows .....................................................      2720 ps
RSZ-0062 raised after global routing ......................................................        false

CLOCK TREE
--------------------------------------------------------------------------------------------------------
CTS H-tree lvls ...........................................................................            1
# resized after CTS .......................................................................            0
Post-CTS clock slew at the launch and capture registers of the worst setup and hold paths .        80 ps
CTS tree ..................................................................................          yes
Hold-fix buffer count after cts ...........................................................            0
Number of buffers inserted to repair setup after CTS ......................................            0
Buffer cell driving the clock tree root ................................................... sky130_fd_sc_hd__clkbuf_8
Longest Clk Path Bufs .....................................................................            2
Clock insertion delay at the later pin of the skew report .................................       250 ps
Total CTS buffers .........................................................................            3

POWER AND IR DROP
--------------------------------------------------------------------------------------------------------
Part of the power in registers ............................................................        61.7%
Final total power .........................................................................     0.434 mW
Power per standard cell area ..............................................................   343 nW/um2
Worst VDD drop ............................................................................   0.000128 V
Clock power share .........................................................................        31.0%
Comb power frac ...........................................................................         7.3%
Reported net switching power ..............................................................    0.0816 mW
Cell Int Power ............................................................................     0.352 mW
Switching fraction of total power .........................................................        18.8%
Leakage power figure ......................................................................     0.437 nW

WORST HOLD PATH
--------------------------------------------------------------------------------------------------------
Min-delay src ............................................................................. shift_reg[0]
Min-Delay Path Class ...................................................................... flip-flop to flip-flop

STATUS
--------------------------------------------------------------------------------------------------------
Outcome ................................................................................... complete, no violations

## critical path: stages
cell and delay [ps]:
sky130_fd_sc_hd__clkdlybuf4s50_1 500, sky130_fd_sc_hd__or3b_1 630, sky130_fd_sc_hd__a21oi_1 480, sky130_fd_sc_hd__buf_4 250
## final cells by class
class	instances	area (um2)	area share (%)
Clock inverter	1	5.00	0.396
Multi-Input combinational cell	22	209	16.5
Clock buffer	3	41.3	3.27
Tap cell	77	96.3	7.62
Timing Repair Buffer	23	225	17.8
Sequential cell	24	676	53.5
Inverter	3	11.3	0.891
## worst min-delay path by stage
| stage | to | slack, ps | cells after the start |
|---|---|---|---|
| global route | dout[7] | 480 | 0 |
| CTS | dout[6] | 460 | 0 |
| finish | dout[0] | 450 | 0 |
## cell families after synthesis
| family | Yosys count | share of synthesized area (%) |
|---|---|---|
| muxes | 8 | 11.9 |
| xor gates and xnor gates | 1 | 0.960 |
| adders and majority gates | 1 | 1.37 |
| DFF | 23 | 72.4 |
| AOI/OAI and AO/OA | 3 | 2.61 |
| and+or+nand+nor | 9 | 6.04 |
| latches | 1 | 1.65 |
| buffers and inverters | 5 | 3.02 |
## layer usage
metal | vias to the layer above | routed length, um | part of all wire [%]
met2 | 13 | 745 | 43
met1 | 218 | 806 | 46
met3 | 2 | 184 | 11
met5 | - | 0 | 0
li1 | 242 | - | -
met4 | 0 | 10 | 0.57
## Yosys cell counts (all sizes together)
cell and n:
xnor2 1, dfxtp 3, inv 3, a21oi 1, nor3b 3, or3b 1, o31ai 1, a221o 1
mux2 8, ha 1, nand3 1, or4 1, dlxtn 1, buf 2, edfxtp 20, nor2 3
## power groups by stage
stage	registers [mW]	logic [mW]	clock network, mW
4_1_cts	0.268	0.0324	0.139
5_1_grt	0.269	0.0343	0.147
6_report	0.268	0.0317	0.134
Power and IR drop assume default switching activity.
