## flow/constraint.sdc

```tcl
current_design spi_slave_simpler2

set clk_period 4.5
set clk_io_pct 0.2

create_clock -name clk0 -period $clk_period [get_ports {clk}]

set non_clock_inputs [all_inputs -no_clocks]
set_input_delay [expr $clk_period * $clk_io_pct] -clock clk0 $non_clock_inputs
set_output_delay [expr $clk_period * $clk_io_pct] -clock clk0 [all_outputs]
```

## flow/config.mk

```make
export PLATFORM = sky130hd
export DESIGN_NAME = spi_slave_simpler2
export DESIGN_NICKNAME = spi_slave_simpler2
export VERILOG_FILES = /design/flow/design.v
export SDC_FILE = /design/flow/constraint.sdc
export NUM_CORES = 4
export LEC_CHECK = 1
export CORE_AREA = 10 10 98 98
export DIE_AREA = 0 0 108 108
```

## flow/design.v

```verilog
module spi_slave_simpler2(clk, cs, mosi, miso, sck, done, din, dout);
	parameter bc=8;	 
	input clk;
	input cs;	 
	input mosi;
	output miso;
	input sck;
	output reg done;
	input [bc-1:0] din;
	output reg [bc-1:0] dout;
	reg [bc-1:0] shift_reg;
	reg prev_cs, prev_sck;
	reg mosi_sample;
	reg [7:0] shift_count;
	assign miso = shift_reg[bc-1];
	always @(posedge clk) begin
		if (~cs) begin
			if (prev_cs) begin
				done <= 0;
				shift_reg[bc-1:0] <= 8'h23;  
				shift_count <= 0;
			end else begin
				if (~prev_sck && sck) begin
					mosi_sample <= mosi;
					if (shift_count == bc-1) begin
						dout <= {shift_reg[bc-2:0], mosi};
						done <= 1;
					end
				end 
				if (prev_sck && ~sck) begin
					shift_reg[bc-1:0] <= {shift_reg[bc-2:0], mosi_sample};
					shift_count <= shift_count + 1;
				end
			end
		end else begin
			done <= 1;
		end
		prev_cs <= cs;
		prev_sck <= sck;
	end
endmodule
```

## flow/run.sh

```bash
#!/bin/bash
# OpenROAD 26Q1-2900-gdf79404cd8, Yosys 0.63+post, stock flow scripts
make -C /OpenROAD-flow-scripts/flow DESIGN_CONFIG=/design/flow/config.mk WORK_HOME=/design/flow/orfs finish
```

==> notes.md <==
fresh numbers from the pnr run: drt via density=3.13, DR pass1 iterations=4, Syn Inst Count=71, clk latency of the worst-skew pair=0.26 ns, Rel. slew slack=58.2%, #FFs+latches synth=28, first-pass GRT wire length=2670 um, R2R Path End=dout[1]$_DFFE_PP_, crit start category=input pin, routed length per instance=8.15 um, placer congestion estimate=0.749, Post-Place Cells=186, Fillers=820, Critical Path, Cell by Cell=clkdlybuf4s50_1 -> nor4b_4 -> nand2_2 -> nor4_1 -> buf_4, slowest CP cell=clkdlybuf4s50_1, hpwl dp=1110 um, Adder Share, Synth=1.14%, Top logic family=simple AND/OR/NAND/NOR gates, Seq share, synth=73.9%, Hold Path Class=reg -> reg, Compound Share, Synth=5.13%, hold buffer count at cts=0, hold_sp=shift_reg[6]$_SDFFCE_PP0P_, CTS Buffer Depth=2, Post-DP Area=1350 um2, FP Core Util=14.3%, VDD IR max=0.0989 mV, comb. cell area=267 um2, hold path depth=0, Clock Pin Slew Worst Setup and Hold Paths=0.08 ns, synthesis warning total=1, pwr/cell area=325 nW/um2, Log Warnings=33, yosys cell count=71, CTS root buffer=clkbuf_8, largest net degree at the start of global routing=19, CP endpoint=dout[1]$_DFFE_PP_, CTS tree=built, vias in the first global route=591, # rows=32, Final Hold Slack=0.444 ns, post-synth design cell area=1100 um2, Period minus WS final=2.26 ns, Worst-Margin Slew=0.626 ns, Flop area=811 um2, TritonCTS buffer count=3, Reg-to-Reg Start=prev_cs$_DFF_P_, die width=108 um, Setup CP Type=in -> reg, XOR-XNOR Cells, Area Fraction=2.39%, Core Area=7650 um2, Max-cap violations=0, Area growth syn-to-layout=27.5%, clk_skew=0.00323 ns, H-tree depth=1, Critical Path Start=cs, Chip Area, Yosys=1100 um2, Simple-Gate Area Share=15.6%, Setup TNS=0 ns, total power=0.000454 W, Avg Cell Area, Syn=15.5 um2, routed wire length=1550 um, Hold Fails Final Rpt=0, Tot GR Track Use=2.79%, status=completed, Residual DRC=0, fin crit share=50.2%, fin. max-slew vios=0, fin cells=190, Cell Type Count=24, fin area=1400 um2, Register-to-Register Path Depth=4, antenna diode count=0, Max FO, Critical Path=8, final setup fails=0, initial antenna violation count=0, number of buffers added on ports=13, RSZ-0062 raised after global routing=false, critical path capture point type=flip-flop, CP required=4.48 ns, WP data arrival=2.24 ns, static leakage=0.438 nW, die boundary height=108 um, chip area=11,700 um2, CP peak stage delay=0.49 ns, post-synthesis mux area share=0%, buffers inserted during post-CTS setup optimization=0, post_cts resized=0, Peak Freq=443 MHz, ANT nets after route=0, GRT Residual Overflow=0, DRT iter0 DRCs=13, vias=594, reg-to-reg slack, setup=2.75 ns, share of layout cells above drive strength 1=12.5%, clk sinks=28, Top Ports=22
-- critical path: cells and delay by family --
kind                   cells  cell delay [ns]
AND/OR/NAND/NOR            3             0.63
buffers and inverters      2             0.71
-- per-stage QoR --
stage	utilization (%)	worst slack, ns
after global placement	17.7	1.95
final	18.3	2.24
after CTS	18.3	2.24
after global routing	18.3	2.10
after detailed placement	17.7	1.94
after floorplan	-	1.99
-- cells in the mapped netlist --
| master | number | area [um2] |
|---|---|---|
| edfxtp_1 | 25 | 751 |
| a21oi_1 | 5 | 25.0 |
| and2b_1 | 4 | 30.0 |
| nor2_1 | 4 | 15.0 |
| dfxtp_1 | 3 | 60.1 |
| nand3_1 | 3 | 15.0 |
| o21ai_0 | 3 | 15.0 |
| or2_2 | 3 | 18.8 |
| or3_1 | 3 | 18.8 |
| nand2_1 | 2 | 7.51 |
| nor2b_1 | 2 | 12.5 |
| xor2_1 | 2 | 17.5 |
| buf_2 | 1 | 5.00 |
| buf_6 | 1 | 11.3 |
| ha_1 | 1 | 12.5 |
| inv_1 | 1 | 3.75 |
| nand2_2 | 1 | 6.26 |
| nand2b_1 | 1 | 6.26 |
| nand4_1 | 1 | 6.26 |
| nor3_1 | 1 | 5.00 |
| nor4_1 | 1 | 6.26 |
| nor4b_4 | 1 | 23.8 |
| o41ai_2 | 1 | 16.3 |
| xnor2_1 | 1 | 8.76 |
-- cells in the final DEF (no fill, tap or decap) --
cell	netlist	final
nand2_1	2	2
nor4_1	1	1
clkinv_1	0	1
nor2_1	4	4
nor4b_4	1	1
buf_4	0	2
nand2b_1	1	1
ha_1	1	1
nand3_1	3	3
and2b_1	4	4
xnor2_1	1	1
nand2_2	1	1
inv_1	1	1
a21oi_1	5	5
xor2_1	2	2
edfxtp_1	25	25
o41ai_2	1	1
nor2b_1	2	2
or2_2	3	3
dfxtp_1	3	3
clkdlybuf4s50_1	0	13
clkbuf_8	0	3
nor3_1	1	1
nand4_1	1	1
o21ai_0	3	3
or3_1	3	3
-- area by class of cell --
cell class | count | area share [%]
Tap cell | 102 | 9.12
Clock buffer | 3 | 2.95
Multi-Input combinational cell | 40 | 19.1
Inverter | 1 | 0.268
Sequential cell | 28 | 58.0
Clock inverter | 1 | 0.268
Timing Repair Buffer | 15 | 10.4
-- where the power goes --
group	internal, W	switching (W)	leakage (nW)	total [W]
clock	0.0000609	0.0000662	0.0231	0.000127
sequential	0.000294	0.00000913	0.259	0.000303
combinational	0.0000127	0.0000108	0.155	0.0000235
-- cell families (layout without fill, tap and decap cells) --
family                     count (synthesis)  after routing
xor gates and xnor gates                   3              3
and+or+nand+nor                           27             27
buffers and inverters                      3             20
DFF                                       28             28
AOI/OAI and AO/OA                          9              9
adders and majority gates                  1              1
-- how the worst min path moves through the flow --
| stage | endpoint |
|---|---|
| 6_report | dout[7]$_DFFE_PP_ |
| 5_1_grt | dout[4]$_DFFE_PP_ |
| 4_1_cts | dout[7]$_DFFE_PP_ |
-- layer usage --
metal  GRT usage, %  vias up  wire [um]
met5              0        -          0
met4          0.382        0          4
met3           1.45        2        182
met2           4.18       16        715
met1           3.64      276        645
li1               -      300          -
Power and IR drop assume default switching activity.
