File: config.mk
export PLATFORM = sky130hd
export DESIGN_NAME = rpi_spi
export DESIGN_NICKNAME = rpi_spi
export VERILOG_FILES = /design/flow/design.v
export SDC_FILE = /design/flow/constraint.sdc
export NUM_CORES = 4
export LEC_CHECK = 1
export CORE_AREA = 10 10 112 112
export DIE_AREA = 0 0 122 122
File: constraint.sdc
current_design rpi_spi

set clk_period 2.8
set clk_io_pct 0.2

create_clock -name clk0 -period $clk_period [get_ports {clk}]

set non_clock_inputs [all_inputs -no_clocks]
set_input_delay [expr $clk_period * $clk_io_pct] -clock clk0 $non_clock_inputs
set_output_delay [expr $clk_period * $clk_io_pct] -clock clk0 [all_outputs]
File: design.v
module rpi_spi (
	input clk,
	input cs,
	input mosi,
	output miso,
	input sck,
	output done,
	input sw,
	output [15:0] dout);
	wire [15:0] in = {15'b000000000000000, sw};
	wire rst = 0;
	spi_slave #(16, 6) spi(clk, rst, cs, mosi, miso, sck, done, in, dout);
endmodule
module spi_slave(input clk, input rst, input ss, input mosi, output miso, input sck, output done, input [bc-1:0] din, output [bc-1:0] dout);
parameter bc=8;	 
parameter counter_bits = 6;
reg mosi_d, mosi_q;
reg ss_d, ss_q;
reg sck_d, sck_q;
reg sck_old_d, sck_old_q;
reg [bc-1:0] data_d, data_q;
reg done_d, done_q;
reg [counter_bits-1:0] bit_ct_d, bit_ct_q;
reg [bc-1:0] dout_d, dout_q;
reg miso_d, miso_q;
assign miso = miso_q;
assign done = done_q;
assign dout = dout_q;
always @(*) begin
	ss_d = ss;
	mosi_d = mosi;
	miso_d = miso_q;
	sck_d = sck;
	sck_old_d = sck_q;
	data_d = data_q;
	done_d = 1'b0;
	bit_ct_d = bit_ct_q;
	dout_d = dout_q;
	if (ss_q) begin	 
		bit_ct_d = 0;  
		data_d = din;  
		miso_d = data_q[bc-1];  
	end else begin  
		if (!sck_old_q && sck_q) begin  
			data_d = {data_q[bc-2:0], mosi_q};  
			bit_ct_d = bit_ct_q + 1'b1;  
			if (bit_ct_q == bc-1) begin  
				dout_d = {data_q[bc-2:0], mosi_q};  
				done_d = 1'b1;  
				data_d = din;  
			end
		end else if (sck_old_q && !sck_q) begin  
			miso_d = data_q[bc-1];  
		end
	end
end
always @(posedge clk) begin
	if (rst) begin
		done_q <= 1'b0;
		bit_ct_q <= 3'b0;
		dout_q <= 8'b0;
		miso_q <= 1'b1;
	end else begin
		done_q <= done_d;
		bit_ct_q <= bit_ct_d;
		dout_q <= dout_d;
		miso_q <= miso_d;
	end
	sck_q <= sck_d;
	mosi_q <= mosi_d;
	ss_q <= ss_d;
	data_q <= data_d;
	sck_old_q <= sck_old_d;
end
endmodule
File: run.sh
#!/bin/bash
# OpenROAD 26Q1-2900-gdf79404cd8, Yosys 0.63+post, stock flow scripts
make -C /OpenROAD-flow-scripts/flow DESIGN_CONFIG=/design/flow/config.mk WORK_HOME=/design/flow/orfs finish
==> flow_summary.yaml <==
# yosys + openroad results
run_status:
  status: "completed"
power:
  total_power_mw: 1.215
  p_leak_nw: 0.6892
  pwr_density_cell_nw_per_um2: 572.4
  irDropWorstVdd_mv: 0.2502
route:
  detail_route.first_pass.iterations: 4
  antenna-diode-count: 0
  antenna_left: 0
  wirelength_um: 2949
  initialDrtViolationCount: 41
  detail_route.drc_violations: 0
  via_density_per_instance: 3.474
  route.vias.total: 997
  average_wire_per_standard_cell_um: 10.28
clock_network:
  tritoncts: "built"
  cts_resized: 0
  numCtsBuffers: 5
  number_of_h_tree_levels: 2
  clock_latency_ns: 0.29
  cts-hold-fix-buffers: 0
  cts.reportedPaths.clkPinSlew_ns: 0.08
  clk_path_buf_depth: 2
  cts-root-buf: "sky130_fd_sc_hd__clkbuf_8"
  clock_sinks: 44
  cts_setup_buffers: 0
final_layout:
  fillers: 1063
  mostFrequentLayoutCells: "sky130_fd_sc_hd__dfxtp_1, sky130_fd_sc_hd__clkdlybuf4s50_1, sky130_fd_sc_hd__edfxtp_1"
  finish.utilization_pct: 20.74
  layout.area.comb_um2: 485.5
  layout.area.seq_um2: 1061
  syn2layout_area_growth_pct: 29.17
  final_layout_size_suffix_gt1_share_pct: 12.58
  final_layout_top_logic_cell: "sky130_fd_sc_hd__dfxtp_1"
placed_design:
  gp_congestion: 0.7563
  pre_cts_slack_ns: 1.060
  placement.io_buffers: 22
  hpwl_um: 1992
critical_path:
  setup.worst_path.start: "spi.bit_ct_q[0]"
  worst-setup-path-type: "reg2reg"
  worst_setup_start_kind: "register"
  r2r-start: "spi.bit_ct_q[0]"
  worstPathRequired_ns: 2.78
  critPathCaptureType: "register"
  cp.arrival_ns: 1.75
  path_max_fanout: 17
grt:
  first_global_vias: 963
  grt_pass1_wl_um: 4816
  grt_max_degree: 23
  grt_antenna_before_repair: 0
  global_route.overflow_total: 0
  grt_usage_pct: 3.959
synth:
  synth_top_flop_cell: "sky130_fd_sc_hd__dfxtp_1"
  logic_family: "simple AND/OR/NAND/NOR gates"
  yosysWarnings: 1
  synth.mux.area_fraction_pct: 1.371
  syn_inst: 127
  synth.yosys.chip_area_um2: 1643
  yosys_cells: 127
  ys_sh_adder_pct: 0.7616
  ys_ff: 44
  netlist_area_um2: 1643
  synth_cell_type_count: 34
  ys_sh_xor_pct: 1.066
  seq_total_area_yosys_pct: 64.58
  syn_avg_cell_area_um2: 12.94
  ys_async_sr_fraction_pct: 0
  synthAoiAreaFrac_pct: 11.35
  basic_gates_by_area_pct: 14.70
  edf_count: 18
floorplan:
  chip_area_um2: 14880
  initial_utilization_pct: 16.06
  placeableCoreArea_um2: 10230
  rows: 37
  io_pins: 23
  die-width_um: 122
  die-height_um: 122
timing:
  worst_clock_skew_ns: 0.006718
  count_of_pins_over_their_slew_limit: 0
  finalCritPeriodShare_pct: 62.88
  post-route-worst-setup-slack_ns: 1.039
  timing.max_slew.rel_slack_pct: 57.40
  finalHoldViolCount: 0
  clock.fmax_mhz: 568.0
  finalSetupTns_ns: 0
  finalSetupViolCount: 0
  shortest_clock_period_the_worst_path_allows_after_layout_ns: 1.761
  rsz0062_at_grt: "false"
  slew_at_the_pin_with_the_worst_max_slew_slack_ns: 0.6381
min_path:
  hp-class: "reg2reg"
  hold_path_startpoint: "spi.mosi_q"
run:
  maxCapViolations: 0
  tool_warnings: 25
sequential cells by signal, indices dropped and copies added, names as in the netlist:
register       count
spi.data_q        16
spi.done_q         1
spi.mosi_q         1
spi.ss_q           1
spi.sck_old_q      1
spi.miso_q         1
spi.dout_q        16
spi.sck_q          1
spi.bit_ct_q       6
Yosys cell counts, types with 2 or more instances:
master,instances,area (µm²)
sky130_fd_sc_hd__buf_6,2,22.52
sky130_fd_sc_hd__edfxtp_1,18,540.5
sky130_fd_sc_hd__o32ai_1,6,52.55
sky130_fd_sc_hd__buf_2,3,15.01
sky130_fd_sc_hd__o22ai_1,2,12.51
sky130_fd_sc_hd__nand2b_1,3,18.77
sky130_fd_sc_hd__dfxtp_1,26,520.5
sky130_fd_sc_hd__nor2b_1,2,12.51
sky130_fd_sc_hd__a21oi_1,2,10.01
sky130_fd_sc_hd__o31ai_2,2,25.02
sky130_fd_sc_hd__clkbuf_1,2,7.510
sky130_fd_sc_hd__o41ai_1,5,43.79
sky130_fd_sc_hd__xnor2_1,2,17.52
sky130_fd_sc_hd__nand3b_1,15,112.6
sky130_fd_sc_hd__nor3b_1,2,15.01
sky130_fd_sc_hd__nor2_1,5,18.77
sky130_fd_sc_hd__buf_4,3,22.52
sky130_fd_sc_hd__inv_1,9,33.78
sky130_fd_sc_hd__nand2_1,3,11.26
metal layers:
layer / vias up / routed length, µm / global-route usage (%)
li1: 509 / - / -
met1: 462 / 1338 / 5.155
met2: 22 / 1325 / 6.258
met3: 4 / 239 / 1.455
met4: 0 / 46 / 0.7452
met5: - / 0 / 0
report_power, final:
part	leakage (nW)	internal (mW)	total, mW	switching (mW)
Combinational	0.250	0.0188	0.0371	0.0183
Clock	0.0614	0.292	0.498	0.206
Sequential	0.378	0.671	0.680	0.00945
Total	0.689	0.981	1.21	0.234
path summary, 6_finish.rpt:
path	endpoint	cells past startpoint	slack, ns
min	spi.dout_q[0]	0	0.42
min reg2reg	spi.dout_q[0]	0	0.42
max	spi.dout_q[15]	5	1.04
max reg2reg	spi.dout_q[15]	5	1.04
cell families after synthesis:
group / after synthesis
flops: 44
simple gates: 37
buf+inv: 19
mux: 2
compound gates: 22
xor+xnor: 2
fa+ha+maj: 1
critical path, cell delays in order, from the launching register on:
cell and delay [ns]:
sky130_fd_sc_hd__dfxtp_1 0.37, sky130_fd_sc_hd__ha_1 0.25, sky130_fd_sc_hd__and3_1 0.17, sky130_fd_sc_hd__buf_4 0.22
sky130_fd_sc_hd__nor3b_2 0.18, sky130_fd_sc_hd__buf_4 0.26
per-stage QoR:
| stage | area, µm² | hold slack [ns] | cells |
|---|---|---|---|
| after floorplan | 1643 | 0.4011 | 127 |
| after global placement | 2001 | 0.4137 | 279 |
| after detailed placement | 2001 | 0.4187 | 279 |
| after CTS | 2122 | 0.4262 | 287 |
| after global routing | 2122 | 0.4443 | 287 |
| final | 2122 | 0.4193 | 287 |
cell type report:
class                      instances  area share (%)
multi-input combinational         64           22.88
timing repair buffer              26           11.79
tap                              136           8.019
inverter                           9           1.592
sequential                        44           50.00
clock buffer                       6           3.892
clock inverter                     2           1.828
Power figures rest on the tool's default switching activity, not on a simulated workload.
